<file path="/design/flow/design.v">
module stt_name (
    input [5:0] total_loc,
	 input [3:0] section_loc,
    output reg [127:0] out_ascii  
);
    always @(*) begin
        out_ascii = 128'b0;
			  if (total_loc[0] & section_loc[0]) begin
					out_ascii[127:120] = 8'h4E;  
					out_ascii[119:112] = 8'h6F;  
					out_ascii[111:104] = 8'h70;  
					out_ascii[103:96]  = 8'h6F;  
					out_ascii[95:88]   = 8'h20;  
					out_ascii[87:80]   = 8'h20;  
					out_ascii[79:72]   = 8'h20;  
					out_ascii[71:64]   = 8'h20;  
					out_ascii[63:56]   = 8'h20;  
					out_ascii[55:48]   = 8'h20;  
					out_ascii[47:40]   = 8'h20;  
					out_ascii[39:32]   = 8'h20;  
					out_ascii[31:24]   = 8'h20;  
					out_ascii[23:16]   = 8'h20;  
					out_ascii[15:8]    = 8'h20;  
					out_ascii[7:0]     = 8'h20;  
			  end
			  if ((total_loc[0] & section_loc[3]) | (total_loc[1] & section_loc[0])) begin
					out_ascii[127:120] = 8'h50;  
					out_ascii[119:112] = 8'h75;  
					out_ascii[111:104] = 8'h73;  
					out_ascii[103:96]  = 8'h61;  
					out_ascii[95:88]   = 8'h6E;  
					out_ascii[87:80]   = 8'h20;  
					out_ascii[79:72]   = 8'h4E;  
					out_ascii[71:64]   = 8'h61;  
					out_ascii[63:56]   = 8'h74;  
					out_ascii[55:48]   = 8'h27;  
					out_ascii[47:40]   = 8'h6C;  
					out_ascii[39:32]   = 8'h20;  
					out_ascii[31:24]   = 8'h55;  
					out_ascii[23:16]   = 8'h69;  
					out_ascii[15:8]    = 8'h6E;  
					out_ascii[7:0]     = 8'h76;  
			  end
			  if ((total_loc[1] & section_loc[3]) | (total_loc[2] & section_loc[0])) begin
					out_ascii[127:120] = 8'h44;  
					out_ascii[119:112] = 8'h6F;  
					out_ascii[111:104] = 8'h6E;  
					out_ascii[103:96]  = 8'h67;  
					out_ascii[95:88]   = 8'h6E;  
					out_ascii[87:80]   = 8'h61;  
					out_ascii[79:72]   = 8'h65;  
					out_ascii[71:64]   = 8'h20;  
					out_ascii[63:56]   = 8'h20;  
					out_ascii[55:48]   = 8'h20;  
					out_ascii[47:40]   = 8'h20;  
					out_ascii[39:32]   = 8'h20;  
					out_ascii[31:24]   = 8'h20;  
					out_ascii[23:16]   = 8'h20;  
					out_ascii[15:8]    = 8'h20;  
			  end
			  if ((total_loc[2] & section_loc[3]) | (total_loc[3] & section_loc[0])) begin
					out_ascii[127:120] = 8'h59;  
					out_ascii[119:112] = 8'h65;  
					out_ascii[111:104] = 8'h6F;  
					out_ascii[103:96]  = 8'h6E;  
					out_ascii[95:88]   = 8'h73;  
					out_ascii[87:80]   = 8'h61;  
					out_ascii[79:72]   = 8'h6E;  
					out_ascii[71:64]   = 8'h20;  
					out_ascii[63:56]   = 8'h20;  
					out_ascii[55:48]   = 8'h20;  
					out_ascii[47:40]   = 8'h20;  
					out_ascii[39:32]   = 8'h20;  
					out_ascii[31:24]   = 8'h20;  
					out_ascii[23:16]   = 8'h20;  
					out_ascii[15:8]    = 8'h20;  
			  end
			  if ((total_loc[3] & section_loc[3]) | (total_loc[4] & section_loc[0])) begin
					out_ascii[127:120] = 8'h53;  
					out_ascii[119:112] = 8'h65;  
					out_ascii[111:104] = 8'h6F;  
					out_ascii[103:96]  = 8'h6D;  
					out_ascii[95:88]   = 8'h79;  
					out_ascii[87:80]   = 8'h65;  
					out_ascii[79:72]   = 8'h6F;  
					out_ascii[71:64]   = 8'h6E;  
					out_ascii[63:56]   = 8'h20;  
					out_ascii[55:48]   = 8'h20;  
					out_ascii[47:40]   = 8'h20;  
					out_ascii[39:32]   = 8'h20;  
					out_ascii[31:24]   = 8'h20;  
					out_ascii[23:16]   = 8'h20;  
					out_ascii[15:8]    = 8'h20;  
			  end
			  if (total_loc[5]) begin
					out_ascii[127:120] = 8'h44;  
					out_ascii[119:112] = 8'h61;  
					out_ascii[111:104] = 8'h64;  
					out_ascii[103:96]  = 8'h61;  
					out_ascii[95:88]   = 8'h65;  
					out_ascii[87:80]   = 8'h70;  
					out_ascii[79:72]   = 8'h6F;  
					out_ascii[71:64]   = 8'h20;  
					out_ascii[63:56]   = 8'h42;  
					out_ascii[55:48]   = 8'h65;  
					out_ascii[47:40]   = 8'h61;  
					out_ascii[39:32]   = 8'h63;  
					out_ascii[31:24]   = 8'h68;  
					out_ascii[23:16]   = 8'h20;  
					out_ascii[15:8]    = 8'h20;  
					out_ascii[7:0]     = 8'h20;  
			  end
    end
endmodule
</file>
<file path="/design/flow/run.sh">
#!/bin/bash
# OpenROAD 26Q1-2900-gdf79404cd8, Yosys 0.63+post, stock flow scripts
make -C /OpenROAD-flow-scripts/flow DESIGN_CONFIG=/design/flow/config.mk WORK_HOME=/design/flow/orfs finish
</file>
<file path="/design/flow/config.mk">
export PLATFORM = sky130hd
export DESIGN_NAME = stt_name
export DESIGN_NICKNAME = stt_name
export VERILOG_FILES = /design/flow/design.v
export SDC_FILE = /design/flow/constraint.sdc
export NUM_CORES = 4
export LEC_CHECK = 1
export CORE_AREA = 10 10 70 70
export DIE_AREA = 0 0 80 80
</file>
<file path="/design/flow/constraint.sdc">
current_design stt_name

set clk_period 3.2
set clk_io_pct 0.2

create_clock -name clk0 -period $clk_period

set non_clock_inputs [all_inputs -no_clocks]
set_input_delay [expr $clk_period * $clk_io_pct] -clock clk0 $non_clock_inputs
set_output_delay [expr $clk_period * $clk_io_pct] -clock clk0 [all_outputs]
</file>
==> results.json <==
{
  "stdcell_count": 259,
  "status": "finished clean",
  "simple_gate_area_frac": 0.107,
  "io-pin-count": 138,
  "antenna_found_initial": 0,
  "seqCellArea_um2": 0,
  "xor_area_frac": 0,
  "post-route-period-util": 0.980,
  "aoi_share": 0.225,
  "viasPerCell": 3.93,
  "timing.final.crit_period_ns": 3.14,
  "postLayoutCellArea_um2": 1720,
  "p_per_area_nw_per_um2": 119,
  "grt_usage": 0.100,
  "ys_sh_mux": 0,
  "placedCellCount": 259,
  "io_buffer_count": 97,
  "gp_congestion": 0.800,
  "coreArea_um2": 3420,
  "placed_area_um2": 1710,
  "firstDrtPassIters": 4,
  "lay_top_cells": "clkdlybuf4s50_1 (96), conb_1 (39), buf_4 (16), a21oi_1 (10), nand2_1 (9)",
  "grt_pass1_wl_um": 5400,
  "start_kind": "primary input",
  "yosys_warnings": 1,
  "maxCapViolations": 0,
  "setup_ws_ns": 0.0628,
  "p_leak_nw": 0.744,
  "logic_family": "buffers and inverters",
  "synth-adder-area-share": 0,
  "clock_buffers": 0,
  "ys_seq_share": 0,
  "grt_max_degree": 21,
  "rsz0062_at_grt": "no",
  "crit_required_ns": 2.56,
  "hold_depth": 5,
  "criticalPathCategory": "primary input to output port",
  "fillers": 337,
  "drc": 0,
  "synth.cell_area_um2": 1180,
  "die_h_um": 80,
  "comb_area_um2": 549,
  "layout_top_cell": "clkdlybuf4s50_1",
  "warnings": 34,
  "hold_class": "primary input to output port",
  "fp.dieW_um": 80,
  "final_layout_size_suffix_gt1_frac": 0.136,
  "fp_util": 0.345,
  "drv_slew": 0,
  "diodes": 0,
  "post_cts_resized": 0,
  "setup_viol": 0,
  "setup_tns_ns": 0,
  "syn_area_per_cell_um2": 7.18,
  "ys_types": 29,
  "crit_arrival_ns": 2.50,
  "syn_inst": 164,
  "ys_cells": 164,
  "gr-total-overflow": 0,
  "vias": 1017,
  "ys_chip_area_um2": 1180,
  "grt_pass1_vias": 1015,
  "dieArea_um2": 6400,
  "postCtsSetupRepairBufs": 0,
  "pre_cts_slack_ns": 0.0232,
  "drt-total-wl_um": 3890,
  "core.rowCount": 21,
  "ant_nets": 0,
  "fmax_ghz": 0.319,
  "cts_hold_buffers": 0,
  "min_from": "section_loc[3]",
  "areaGrowthSynthToFinish_pct": 46.3,
  "finalHoldViolCount": 0,
  "final_core_util": 0.504,
  "dpl.hpwl_um": 3490,
  "crit_fanout": 12,
  "seq_cell_count": 0,
  "hold_end": "out_ascii[4]",
  "wl_per_cell_um": 15.0,
  "drtIter0Drc": 11,
  "worstSetupEndpointType": "output port",
  "ir_drop_mv": 0.0575
}
where the power goes:
group / total (mW) / leakage [nW] / switching, mW / internal, mW
Clock: 0 / 0 / 0 / 0
Sequential: 0 / 0 / 0 / 0
Combinational: 0.205 / 0.744 / 0.0705 / 0.134
Total: 0.205 / 0.744 / 0.0705 / 0.134
stage by stage:
step,hold WS (ns),power [mW]
floorplan,1.31,0.125
global placement,2.35,0.208
detailed placement,2.35,0.208
CTS,2.34,0.209
global route,2.35,0.225
finish,2.29,0.205
worst max-delay path by stage:
stage	from	to	slack, ns	depth (start not counted)
4_1_cts	section_loc[3]	out_ascii[112]	0.02	7
5_1_grt	section_loc[0]	out_ascii[94]	0.005	6
6_report	section_loc[0]	out_ascii[74]	0.06	6
layer usage:
layer | global-route usage | vias to the layer above | wire (um)
li1 | - | 500 | -
met1 | 0.109 | 445 | 1410
met2 | 0.189 | 70 | 1930
met3 | 0.0364 | 2 | 548
met4 | 0.00176 | 0 | 8
met5 | 0 | - | 0
kinds of logic after synthesis:
logic type | count (synthesis)
simple gates | 24
other cells | 1
buf+inv | 106
compound gates | 33
final cells by class:
class | instances | share of cell area
Inverter | 3 | 0.00654
Tap cell | 46 | 0.0334
Timing Repair Buffer | 114 | 0.641
Multi-Input combinational cell | 96 | 0.319
cell usage after synthesis:
library cell / instances / share of area
and2_1: 2 / 0.011
and3_1: 1 / 0.0053
or2_1: 1 / 0.0053
inv_1: 2 / 0.0064
nand2_1: 9 / 0.029
conb_1: 1 / 0.0032
a21oi_1: 10 / 0.043
a22oi_1: 4 / 0.026
nand3b_1: 1 / 0.0064
inv_2: 1 / 0.0032
a221oi_4: 1 / 0.022
and2b_1: 1 / 0.0064
a22o_1: 2 / 0.015
buf_4: 98 / 0.62
nor2_1: 7 / 0.022
and2b_4: 1 / 0.0085
buf_2: 1 / 0.0042
o21ai_0: 5 / 0.021
a31oi_4: 1 / 0.018
o21ai_1: 3 / 0.013
clkbuf_1: 2 / 0.0064
a21boi_4: 1 / 0.016
and4bb_4: 1 / 0.014
o31ai_1: 2 / 0.013
a31oi_1: 1 / 0.0053
a311oi_2: 1 / 0.013
buf_6: 2 / 0.019
o31ai_2: 1 / 0.011
a211oi_2: 1 / 0.011
worst max-delay path, cell delays in order:
cell and delay, ns:
clkdlybuf4s50_1 0.42, buf_4 0.18, or2_4 0.28, a221oi_4 0.35, nand2_1 0.17, clkdlybuf4s50_1 0.45
Power figures rest on the tool's default switching activity, not on a simulated workload.
